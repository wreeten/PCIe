**flow/run.sh**
```bash
#!/bin/bash
# OpenROAD 26Q1-2900-gdf79404cd8, Yosys 0.63+post, stock flow scripts
make -C /OpenROAD-flow-scripts/flow DESIGN_CONFIG=/design/flow/config.mk WORK_HOME=/design/flow/orfs finish
```
**flow/config.mk**
```make
export PLATFORM = sky130hd
export DESIGN_NAME = one_hot
export DESIGN_NICKNAME = one_hot
export VERILOG_FILES = /design/flow/design.v
export SDC_FILE = /design/flow/constraint.sdc
export NUM_CORES = 4
export LEC_CHECK = 1
export CORE_AREA = 10 10 70 70
export DIE_AREA = 0 0 80 80
```
**flow/constraint.sdc**
```tcl
current_design one_hot

set clk_period 1.3
set clk_io_pct 0.2

create_clock -name clk0 -period $clk_period [get_ports {clk}]

set non_clock_inputs [all_inputs -no_clocks]
set_input_delay [expr $clk_period * $clk_io_pct] -clock clk0 $non_clock_inputs
set_output_delay [expr $clk_period * $clk_io_pct] -clock clk0 [all_outputs]
```
**flow/design.v**
```verilog
module count3(clk, nreset, go, count);
input clk, nreset, go;
output [2:0] count;
reg [2:0] count;
wire [2:0] temp;
assign temp = count + 1'b1;
always @ (posedge clk or negedge nreset)
begin
    if(!nreset)
    begin
    count <= 3'b0;
    end
    else
    begin
    count <= temp;
    end
    end
endmodule
module one_hot(clk, nreset, go, count, one_hot1);
input clk, nreset, go;
output [3:0] count; 
output [7:0]one_hot1;
wire [3:0] count;
reg [7:0] one_hot1;
count3 count3(.count(count),.clk(clk),.go(go),.nreset(nreset));
always @ (*)
begin
case(count)
    3'b000:  one_hot1=8'b00000001;
    3'b001:  one_hot1=8'b00000010;
    3'b010:  one_hot1=8'b00000100;
    3'b011:  one_hot1=8'b00001000;
    3'b100:  one_hot1=8'b00010000;
    3'b101:  one_hot1=8'b00100000;
    3'b110:  one_hot1=8'b01000000;
    3'b111:  one_hot1=8'b10000000;
    default: one_hot1 = 0;
endcase
end
endmodule
```
==> notes.md <==
impl run done, here's what came out: share of the clock period used by the worst path 1.135, Placement Setup Slack -0.2356 ns, Avg Cell Area, Syn 10.19 um2, synth unique cells 7, VDD IR max 0.1399 mV, final hold slack 0.2074 ns, run status complete, but fails checks, Non-Filler Instances 96, Setup crit start kind flop, core area 3416 um2, Psw 47.69 uW, wire per inst 7.708 um, Total Wirelength 740 um, first-pass GRT wire length 993 um, TritonRoute pass-1 iters 1, Post-synth area hogs dfrtp_1 35%, ha_1 35%, and2_1 8.8%, floorplan utilization 0.06264, CTS buffer count 3, initial antenna violation count 0, routability cong. 0.6897, HPWL Detailed 452.2 um, I/O Pins 15, CTS Hold Bufs 0, Critical Path RT 1.04 ns, Largest register FFs 3, Final Skew 0.001390 ns, clk root buf clkbuf_4, Vias/cell 2.458, reg2reg start count3.count[0], filler instances 369, Int Pwr 211.5 uW, Routed Antenna Nets 0, Vias 236, # port buffers 12, Worst-Skew Late Latency 0.23 ns, total track usage 0.01946, fin crit period 1.475 ns, CP max FO 4, area grow syn2layout 193.6%, Yosys warning count 3, cell area after synthesis 214.0 um2, Comb pwr share 0.017, final setup margin -0.1754 ns, largest net degree at the start of global routing 5, Synth area leader dfrtp_1, Clk pwr share 0.621, Initial DRC Count 0, r2r setup slk 0.18 ns, Yosys Chip Area 214.0 um2, CTS H-Tree Depth 1, Max Cap Viol 0, total gr overflow 0, failing checks negative setup slack, CTS tree done, reg2reg end count3.count[2], yosys cell count 21, Placed Instances 82, worst setup path class flop to output pin, CTS Buffer Depth 2, PD cells 412.6 nW/um2, Die Y 80 um, Die Area 6400 um2, Switching Share 0.1840, Cells after Synth 21, max-slew violation count 0, endpoints failing setup 8, vias in the first global route 236, fmax 677.8 MHz, Reg power frac 0.362, Synth Register Bits 3, worst-case reg-to-reg path depth 4, chip width 80 um, Hold Vio Cnt, Final 0, Residual DRC 0, Final Core Density 0.1839, Worst setup EP type output pin, cell row count 21, Static Leak 0.0002857 uW, top flop regs count3.count x3, Top cell area share 0.3509, OpenROAD warnings 32, n_diodes 0, layout cells sized above 1 0.8200, Hold Path Class primary input to asynchronous set/reset pin, clk sinks 3, Critical Path AT 1.22 ns, clk slew on worst S/H paths 0.04 ns, TNS Setup -1.045 ns, Biggest register count3.count, RSZ-0062 raised after global routing yes, Seq share, synth 0.3509
[cells in the mapped netlist]
library cell and count:
ha_1 6, inv_1 4, and2_1 3, dfrtp_1 3
nor2b_1 3, buf_4 1, conb_1 1
[logic make-up after synthesis]
logic type    Yosys count  share of synthesized area
other cells             1                    0.01753
buf+inv                 5                     0.1053
flops                   3                     0.3509
simple gates            6                     0.1755
fa+ha+maj               6                     0.3509
[through the flow]
| step | power (uW) | instance area [um2] |
|---|---|---|
| final | 259.2 | 628.1 |
| after global routing | 276.3 | 628.1 |
| after CTS | 270.6 | 568.0 |
| after detailed placement | 99.62 | 414.1 |
| after global placement | 99.74 | 414.1 |
| after floorplan | 97.25 | 214.0 |
[power groups by stage]
stage,registers [uW],clock network [uW],logic [uW]
4_1_cts,93.9,172,4.55
6_report,93.9,161,4.31
5_1_grt,93.8,178,5.00
[placed cells by master, fill, tap and decap left out]
cell / Yosys / layout
buf_6: 0 / 15
ha_4: 0 / 6
buf_4: 1 / 5
buf_2: 0 / 4
and2_4: 0 / 3
clkbuf_4: 0 / 3
inv_1: 4 / 2
nor2b_1: 3 / 2
inv_2: 0 / 2
dfrtp_2: 0 / 2
nor2b_4: 0 / 1
conb_1: 1 / 1
clkbuf_1: 0 / 1
dfrtp_1: 3 / 1
clkdlybuf4s50_1: 0 / 1
dlygate4sd2_1: 0 / 1
[worst max path at each step]
| stage | start | endpoint | slack (ns) | cells after the start |
|---|---|---|---|---|
| 4_1_cts | count3.count[1] | one_hot1[5] | -0.21 | 5 |
| 5_1_grt | count3.count[0] | one_hot1[2] | -0.25 | 5 |
| 6_report | count3.count[0] | one_hot1[6] | -0.18 | 5 |
[routing by layer]
layer  vias up  global-route usage  share of wire
met2        12             0.02568           0.45
met3         0             0.02045           0.15
li1        116                   -              -
met4         0            0.005282              0
met1       108             0.02064           0.40
met5         -                   0              0
[final cells by class]
type,count,area (um2),share of cell area
clock buffer,4,26.28,0.04183
multi-input combinational,13,206.4,0.3287
tap,46,57.56,0.09163
sequential,3,77.57,0.1235
inverter,4,15.01,0.02390
timing repair buffer,26,245.2,0.3904
[worst max-delay path, stage by stage (launching register included)]
cell	delay, ns
dfrtp_2	0.42
inv_2	0.08
buf_6	0.12
ha_4	0.14
and2_4	0.12
buf_2	0.10
[repair_timing]
action                                  CTS  global route
pin swaps                                 7             1
setup buffers                            10             1
resized                                  54            13
endpoints found under the setup margin   11            10
No activity file was given, so power comes from the tool's default toggle rates.
