**flow/config.mk**
```make
export PLATFORM = sky130hd
export DESIGN_NAME = shift_reg
export DESIGN_NICKNAME = shift_reg
export VERILOG_FILES = /design/flow/design.v
export SDC_FILE = /design/flow/constraint.sdc
export NUM_CORES = 4
export LEC_CHECK = 1
export CORE_AREA = 10 10 70 70
export DIE_AREA = 0 0 80 80
```
**flow/constraint.sdc**
```tcl
current_design shift_reg

set clk_period 1.0
set clk_io_pct 0.2

create_clock -name clk0 -period $clk_period [get_ports {clk}]

set non_clock_inputs [all_inputs -no_clocks]
set_input_delay [expr $clk_period * $clk_io_pct] -clock clk0 $non_clock_inputs
set_output_delay [expr $clk_period * $clk_io_pct] -clock clk0 [all_outputs]
```
**flow/design.v**
```verilog
module shift_reg  #(parameter MSB=8) (  input d,                       
                                        input clk,                     
                                        input en,                      
                                        input dir,                     
                                        input rstn,                    
                                        output reg [MSB-1:0] out);     
   always @ (posedge clk)
      if (!rstn)
         out <= 0;
      else begin
         if (en)
            case (dir)
               0 :  out <= {out[MSB-2:0], d};
               1 :  out <= {d, out[MSB-1:1]};
            endcase
         else
            out <= out;
      end
endmodule
```
**flow/run.sh**
```bash
#!/bin/bash
# OpenROAD 26Q1-2900-gdf79404cd8, Yosys 0.63+post, stock flow scripts
make -C /OpenROAD-flow-scripts/flow DESIGN_CONFIG=/design/flow/config.mk WORK_HOME=/design/flow/orfs finish
```
==> results.cfg <==
; yosys + openroad results
[die]
number_of_core_rows = 21
core_area_um2 = 3420
die_width_um = 80
die_y_um = 80
core_util_floorplan_pct = 10.3
num_io_pins = 13
chip_area_um2 = 6400

[place]
dpl-instance-area_um2 = 606
port_buffers = 12
detailed_place_hpwl_um = 742
place_congestion = 0.666

[critical_path]
crit_type = register to primary output
cp_arrival_ps = 760
critPathRequiredTime_ps = 800
critPathSlowestCell = sky130_fd_sc_hd__dfxtp_2
crit_path_start_kind = register
crit_path_max_incr_delay_ps = 330
critical_path.top_delay_family = flip-flops
crit-reg2reg-launch = out[3]
end_kind = primary output
crit-reg2reg-capture = out[2]
crit_path_max_fanout = 2
cp.buffers_inverters = 1
timing.critical_path.cells = clkdlybuf4s15_1
timing.critical_path.depth = 1
r2r.worst_path.cells = 3
regToRegSetupSlack_ps = 200

[clock_tree]
max-clock-path-buffers = 2
cts_htree_levels = 1
clock_transition_time_at_the_flip_flop_clock_pins_of_the_worst_setup_and_hold_paths_ps = 50
worstSkewPairLatency_ps = 250
cts.hold.buffers_added = 0
cts_num_sinks = 8
tritoncts = yes
clock_tree.root_cell = sky130_fd_sc_hd__clkbuf_4
cts_buffers = 3

[global_route]
grt_antenna_before_repair = 0
grt_max_degree = 17
grt_remaining_overflow = 0
grt_first_pass_wirelength_mm = 1.69
grt_pass1_vias = 355
grt_usage_pct = 3.28

[drt]
post-route-drc-count = 0
antenna_violating_nets_post_route = 0
route.vias.total = 343
drt_pass1_iterations = 4
drt-total-wl_um = 990
antenna_cells_inserted = 0
routed_via_density = 3.33
routed_wire_length_per_instance_um = 9.61
number_of_drc_violations_after_detailed_routing_iteration_0 = 32

[sta]
tightestPinTransition_ps = 310
fmax_mhz = 1050
grt_setup_unrepaired = no
max_slew_margin_pct = 79.3
timing.final.crit_period_ps = 956
post-route-period-util_pct = 95.6
setup-violations-final = 0
slew_viol_final = 0
holdWs_ps = 331
skew_ps = 3.18
final_hold_viol_count = 0

[pwr]
ir_worst_vdd_mv = 0.221
power_spent_charging_and_discharging_nets_mw = 0.176
power.static_leakage_nw = 0.278
p_int_mw = 0.587
swShare_pct = 23.1
finalPower_mw = 0.764
pwr-share-comb_pct = 22.0
clock_power_share_pct = 31.4
power_per_cell_area_nw_per_um2 = 1180
power.share.sequential_pct = 46.6

[synth]
netlist_top_cells_area = sky130_fd_sc_hd__dfxtp_1 (46%), sky130_fd_sc_hd__mux2i_1 (23%), sky130_fd_sc_hd__a21oi_1 (11%), sky130_fd_sc_hd__o21ai_0 (8.6%), sky130_fd_sc_hd__buf_6 (6.4%)
area_share_of_fa_ha_maj_cells_after_synthesis_pct = 0
synth-compound-area-share_pct = 25.0
synth.ff_latch_count = 8
post_synth_mux_area_share_pct = 22.9
yosysSeqAreaShare_pct = 45.7
summed_instance_area_of_the_synthesized_netlist_um2 = 350
postSynthAreaPerCell_um2 = 10.3
yosys.cell_types.count = 6
post_synthesis_cell_type_with_the_largest_combined_area = sky130_fd_sc_hd__dfxtp_1
synth-simple-area-share_pct = 0
synth.yosys.num_cells = 34
yosys-stat-area_um2 = 350
post_synth_most_frequent_cells = sky130_fd_sc_hd__a21oi_1 (8), sky130_fd_sc_hd__dfxtp_1 (8), sky130_fd_sc_hd__mux2i_1 (8), sky130_fd_sc_hd__o21ai_0 (6)
synth_cells = 34
yosys_most_used_dff = sky130_fd_sc_hd__dfxtp_1
proportion_of_synthesized_flip_flops_having_asynchronous_set_or_reset_pct = 0
post-synth-top-area-fraction_pct = 45.7
enable_flop_cells = 0
synth.comb.largest_family = AND-OR/OR-AND gates
xor_area_share_pct = 0
synth.yosys.warnings = 1

[final_layout]
drive_gt1_share_pct = 42.1
postLayoutCellArea_um2 = 647
nFillCells = 377
area.growth.synth_to_final_pct = 84.6
top_register = out
largest_registers = out (8)
postLayoutCoreUtil_pct = 18.9
largest_register_ff_count = 8

[worst_hold_path]
hp-class = primary input to register
end_point_of_the_most_critical_hold_path = out[7]
hold_depth = 3
hold_path_startpoint = rstn

[run]
warning_count = 25
maxCapViolations = 0

[status]
run_status = finished, final reports clean
[logic make-up (layout without fill, tap and decap cells)]
logic type | count (synthesis) | count (layout)
compound gates | 16 | 16
mux | 8 | 8
flops | 8 | 8
buf+inv | 2 | 25
[routing by layer]
| metal | wire length (um) | share of wire (%) | up-vias | global-route usage (%) |
|---|---|---|---|---|
| li1 | - | - | 175 | - |
| met1 | 424 | 43 | 159 | 3.89 |
| met2 | 489 | 49 | 9 | 5.30 |
| met3 | 75 | 7.6 | 0 | 1.36 |
| met4 | 0 | 0 | 0 | 0.880 |
| met5 | 0 | 0 | - | 0 |
[what timing repair did]
| item | CTS | global route |
|---|---|---|
| gates resized | 24 | 3 |
| endpoints found under the setup margin | 8 | 5 |
| setup buffers | 0 | 0 |
| cloned | 0 | 0 |
[metrics by stage]
| step | instances | setup TNS [ps] | setup WS [ps] |
|---|---|---|---|
| 3_5_place_dp | 100 | -1820 | -238 |
| 5_1_grt | 103 | 0 | 2.82 |
| 6_report | 103 | 0 | 43.9 |
| 3_3_place_gp | 100 | -1840 | -234 |
| 2_1_floorplan | 34 | 0 | 322 |
| 4_1_cts | 103 | 0 | 19.8 |
[worst max path at each step]
stage | from | endpoint
CTS | out[3] | out[3]
finish | out[3] | out[3]
global route | out[6] | out[6]
[power groups by stage]
stage         clock, mW  sequential, mW  combinational [mW]
CTS               0.256           0.356               0.168
global route      0.274           0.359               0.184
finish            0.240           0.356               0.168
[cell type report]
type	count	area, um^2	share of cell area (%)
Timing Repair Buffer	22	225	34.8
Sequential cell	8	170	26.3
Multi-Input combinational cell	24	171	26.5
Tap cell	46	57.6	8.90
Clock buffer	3	22.5	3.48
[layout by cell type, fill, tap and decap left out]
cell type	count
sky130_fd_sc_hd__clkbuf_4	3
sky130_fd_sc_hd__o21ai_0	6
sky130_fd_sc_hd__a21oi_1	8
sky130_fd_sc_hd__o21ai_2	2
sky130_fd_sc_hd__mux2i_1	7
sky130_fd_sc_hd__dfxtp_2	8
sky130_fd_sc_hd__clkdlybuf4s50_1	2
sky130_fd_sc_hd__mux2i_2	1
sky130_fd_sc_hd__buf_12	2
sky130_fd_sc_hd__dlymetal6s2s_1	2
sky130_fd_sc_hd__clkdlybuf4s15_1	8
sky130_fd_sc_hd__buf_4	8
No activity file was given, so power comes from the tool's default toggle rates.
