==> ./design.v <==
module reg16( clk, re,we,addr,data_in,data_out);
input clk; 
input re; 
input we;
input [3:0] addr;
input [7:0] data_in;
output [7:0] data_out;
reg [15:0] reg0,reg1,reg2,reg3;  
reg [15:0]reg4,reg5,reg6,reg7; 
always @ (posedge clk) begin
 if (we == 1)
 begin
 case (addr)
    4'b0000: reg0 <= data_in;
    4'b0001: reg1 <= data_in;
    4'b0010: reg2 <= data_in;
    4'b0011: reg3 <= data_in;
    4'b0100: reg4 <= data_in;
    4'b0101: reg5 <= data_in;
    4'b0111: reg6 <= data_in;
    4'b1000: reg7 <= data_in;
 endcase
end
 end
always @(*)
 begin
 if (re==1)
 begin
 case(addr)
    4'b0000: data_out = reg0;
   4'b0001: data_out = reg1;
    4'b0010: data_out = reg2;
   4'b0011: data_out = reg3;
    4'b0100: data_out = reg4;
    4'b0101: data_out = reg5;
    4'b0111: data_out = reg6;
   4'b1000: data_out = reg7;
 endcase
 end
 else 
 data_out = 16'bz;
 end
wire [15:0] reg0,reg1,reg2,reg3;  
wire [15:0] wri0,wri1,wri2,wri3; 
always @ (posedge clk) begin
 if (we == 1)
 begin
 case (addr)
    4'b0000: reg0 <= data_in;
    4'b0001: reg1 <= data_in;
    4'b0010: reg2 <= data_in;
    4'b0011: reg3 <= data_in;
    4'b0100: reg4 <= data_in;
    4'b0101: reg5 <= data_in;
    4'b0111: reg6 <= data_in;
    4'b1000: reg7 <= data_in;
 endcase
end
 end
always @(*)
 begin
 if (re==1)
 begin
 case(addr)
    4'b0000: data_out = reg0;
   4'b0001: data_out = reg1;
    4'b0010: data_out = reg2;
   4'b0011: data_out = reg3;
    4'b0100: data_out = reg4;
    4'b0101: data_out = reg5;
    4'b0111: data_out = reg6;
   4'b1000: data_out = reg7;
 endcase
 end
 else 
 data_out = 16'bz;
 end
endmodule
==> ./run.sh <==
#!/bin/bash
# OpenROAD 26Q1-2900-gdf79404cd8, Yosys 0.63+post, stock flow scripts
make -C /OpenROAD-flow-scripts/flow DESIGN_CONFIG=/design/flow/config.mk WORK_HOME=/design/flow/orfs finish
==> ./config.mk <==
export PLATFORM = sky130hd
export DESIGN_NAME = reg16
export DESIGN_NICKNAME = reg16
export VERILOG_FILES = /design/flow/design.v
export SDC_FILE = /design/flow/constraint.sdc
export NUM_CORES = 4
export LEC_CHECK = 1
export CORE_UTILIZATION = 30
==> ./constraint.sdc <==
current_design reg16

set clk_period 2.7
set clk_io_pct 0.2

create_clock -name clk0 -period $clk_period [get_ports {clk}]

set non_clock_inputs [all_inputs -no_clocks]
set_input_delay [expr $clk_period * $clk_io_pct] -clock clk0 $non_clock_inputs
set_output_delay [expr $clk_period * $clk_io_pct] -clock clk0 [all_outputs]
==> run notes <==
run metrics: DP Worst Slack 0.363 ns, Synth-to-Final Area Change 21.4%, die width 101 um, GR Util All Layers 13.8%, power per cell area 561 mW/mm^2, ys flop type edfxtp_1, Post-DRT Antenna Nets 0, count of unclocked register or latch pins 8, CP Launch Type input port, DR pass1 iterations 4, Num CTS Buffers 9, Setup CP Type in -> reg, final number of setup-violating endpoints 0, Buffers on Ports 22, WL/cell 17.1 um, outcome completed, Rel. slew slack 57.8%, Setup Buffers After CTS 0, cts-stage hold buffer count 0, ANT cells 0, Fin. Hold Viols 0, largest stage delay on the critical path 0.59 ns, CTS tree built, drt via density 4.85, first-pass GRT wire length 9850 um, core area 0.00933 mm^2, slowest stage cell, crit path clkdlybuf4s50_1, endpoints left unconstrained 16, crit path DAT 2.06 ns, EDFF count, synth 64, VDD IR max 0.236 mV, fin crit period 2.00 ns, maximum clock frequency 501 MHz, Synth Cell Area 0.00292 mm^2, CP Capture Type register, CP max FO 10, number of logged tool warnings 25, post-synthesis async set-or-reset flop share 0%, grt total ovfl 0, Post-Synth AOI/OAI Area 10.8%, max cap viols 0, RePlAce Congestion 0.887, via count 1783, chip area 0.0101 mm^2, setup_tns 0 ns, Tcrit/Tclk final 74.0%, Post-DP HPWL 4450 um, Worst-Margin Slew 0.628 ns, CP Launch Point addr[2], comb area leader AND-OR/OR-AND gates, clk slew on worst S/H paths 0.07 ns, share of cells above drive strength 1 20.5%, area fraction in mux cells 5.23%, Synth flops 72, Finished Core Util 38.0%, Syn Area/Cell 15.2 um^2, htree depth 3, Yosys chip area 0.00292 mm^2, Simple Share, Synth 10.4%, initial antenna violation count 0, Cell Type Count 41, # DRC 0, Final WS setup 0.702 ns, worst hold start data_in[5], Leak 1.21 nW, WL final 6280 um, die span in y 101 um, CTS resizes 0, clk buf depth 2, Root Driver clkbuf_8, Pre-Place Util 31.3%, vias in the first global route 1847, IO Count 23, initial DRC count 96, crit-path cells clkdlybuf4s50_1 > nor2_1 > nand2_1 > nor3b_1 > buf_4, Post-Synth Adder-Cell Area 0%, Req. time, crit path 2.76 ns, Tightest Hold Check Type in -> reg, pin count of the biggest net entering global routing 20, YS warnings 157, Post-Synthesis Cells 192, Slew Limit Fails 0, XOR Share, Synth 0%, unrepaired setup endpoints after global routing false, row count 35, post-synthesis cell count from yosys 192
## flip-flops by register name (all words and copies together), names as in the netlist
register  flops
reg5          8
data_out      8
reg6          8
reg2          8
reg4          8
reg3          8
reg0          8
reg7          8
reg1          8
## where the power goes
part | leakage, nW | internal (W) | switching (W) | total [W]
Sequential | 0.642 | 0.00112 | 0.00000580 | 0.00113
Combinational | 0.484 | 0.0000825 | 0.0000950 | 0.000177
Clock | 0.0838 | 0.000322 | 0.000357 | 0.000679
## placed cells by master (no fill, tap or decap), types with 2 or more instances in the layout
cell,count
a21boi_0,2
a21oi_1,5
a22oi_1,9
a2bb2oi_1,4
a32oi_1,6
and2_1,2
and3_1,2
buf_4,22
clkbuf_8,9
clkdlybuf4s50_1,22
clkinv_1,2
clkinv_2,3
dlxtn_1,8
edfxtp_1,64
inv_1,6
mux2_2,2
mux2_4,6
mux2i_1,4
nand2_1,4
nand2b_1,7
nand3_1,2
nand3b_1,9
nor2_1,7
nor2_2,2
nor3b_1,3
o21ai_0,5
o221ai_1,4
o2bb2ai_1,2
## layer usage
metal / global-route usage [%] / vias up / routed length (um)
li1: - / 840 / -
met1: 20.0 / 872 / 2820
met2: 21.0 / 56 / 2850
met3: 5.15 / 15 / 437
met4: 2.90 / 0 / 165
met5: 2.05 / - / 0
## cell type report
| class | count | area, um^2 |
|---|---|---|
| well taps | 129 | 161 |
| clock inverters | 7 | 38.8 |
| inverters | 6 | 22.5 |
| repair buffers | 44 | 385 |
| flip-flops and latches | 72 | 2040 |
| fillers | 894 | 5780 |
| multi-input cells | 101 | 771 |
| clock buffers | 9 | 124 |
## logic make-up after synthesis
| family | after synthesis |
|---|---|
| latches | 8 |
| buf+inv | 19 |
| mux | 12 |
| compound gates | 42 |
| flops | 64 |
| simple gates | 47 |
## per-stage QoR
| stage | power, W | area, um^2 | instances | hold WS (ns) |
|---|---|---|---|---|
| 2_1_floorplan | 0.00125 | 2920 | 192 | 0.639 |
| 3_3_place_gp | 0.00133 | 3380 | 352 | 1.34 |
| 3_5_place_dp | 0.00133 | 3380 | 352 | 1.33 |
| 4_1_cts | 0.00200 | 3540 | 368 | 0.960 |
| 5_1_grt | 0.00205 | 3540 | 368 | 0.988 |
| 6_report | 0.00199 | 3540 | 368 | 0.971 |
## worst max-delay path: cells and delay by family
kind	cells	cell delay [ns]
buffers and inverters	2	0.81
AND/OR/NAND/NOR	3	0.71
## Yosys cell counts, drive strengths merged (5+ instances only)
cell,instances,area [um^2]
nand2b,7,43.8
a21oi,5,25.0
inv,6,22.5
nor2,9,38.8
mux2,8,113
dlxtn,8,120
o21ai,5,25.0
edfxtp,64,1920
a22oi,9,67.6
a32oi,6,52.6
buf,12,81.3
nand3b,9,67.6
## path summary, 6_finish.rpt
kind	end	slack, ns	depth (start not counted)
worst max-delay path	reg2[1]	0.70	5
worst min-delay path	reg2[5]	0.97	1
Power figures rest on the tool's default switching activity, not on a simulated workload.
